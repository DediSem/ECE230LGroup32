===== flow/config.mk =====
export PLATFORM = sky130hd
export DESIGN_NAME = memory_system
export DESIGN_NICKNAME = memory_system
export VERILOG_FILES = /design/flow/design.v
export SDC_FILE = /design/flow/constraint.sdc
export NUM_CORES = 4
export LEC_CHECK = 1
export CORE_AREA = 10 10 109 109
export DIE_AREA = 0 0 119 119

===== flow/constraint.sdc =====
current_design memory_system

set clk_period 1.6
set clk_io_pct 0.2

create_clock -name clk0 -period $clk_period

set non_clock_inputs [all_inputs -no_clocks]
set_input_delay [expr $clk_period * $clk_io_pct] -clock clk0 $non_clock_inputs
set_output_delay [expr $clk_period * $clk_io_pct] -clock clk0 [all_outputs]

===== flow/design.v =====
module byte_memory(
    input [7:0] data,
    input store,
    output reg [7:0] memory
);
    always@(store, data) begin 
        if (store)
            memory <= data;
    end
endmodule
module demultiplexer8bit(
    input [7:0] data,
    input [1:0] sel,
    output reg [7:0] A,
    output reg [7:0] B,
    output reg [7:0] C,
    output reg [7:0] D
);
    always @(*) begin 
        case(sel)
            2'b00: {D, C, B, A} <= {8'b0, 8'b0, 8'b0, data}; 
            2'b01: {D, C, B, A} <= {8'b0, 8'b0, data, 8'b0}; 
            2'b10: {D, C, B, A} <= {8'b0, data, 8'b0, 8'b0}; 
            2'b11: {D, C, B, A} <= {data, 8'b0, 8'b0, 8'b0}; 
        endcase
    end
endmodule
module demultiplexer1bit(
    input data,
    input [1:0] sel,
    output reg A,
    output reg B,
    output reg C,
    output reg D
);
    always @(*) begin 
        case(sel)
            2'b00: {D, C, B, A} <= {1'b0, 1'b0, 1'b0, data}; 
            2'b01: {D, C, B, A} <= {1'b0, 1'b0, data, 1'b0}; 
            2'b10: {D, C, B, A} <= {1'b0, data, 1'b0, 1'b0}; 
            2'b11: {D, C, B, A} <= {data, 1'b0, 1'b0, 1'b0}; 
        endcase
    end
endmodule
module memory_system(
    input [7:0] data,
    input store,
    input [1:0] addr,
    output [7:0] memory
);
    wire [7:0] data_vec[3:0];
    wire [7:0] mem_vec[3:0];
    wire store_vec[3:0];
    genvar i;
    generate
        for ( i = 0; i < 4; i = i + 1) begin
            byte_memory inst(
                .data(data_vec[i]),
                .store(store_vec[i]),
                .memory(mem_vec[i])
            );
        end
    endgenerate
    demultiplexer8bit data_inst(
        .data(data),
        .sel(addr),
        .A(data_vec[0]),
        .B(data_vec[1]),
        .C(data_vec[2]),
        .D(data_vec[3])    
    );
    demultiplexer1bit store_inst(
        .data(store),
        .sel(addr),
        .A(store_vec[0]),
        .B(store_vec[1]),
        .C(store_vec[2]),
        .D(store_vec[3])    
    );
    multiplexer mem_inst(
        .A(mem_vec[0]),
        .B(mem_vec[1]),
        .C(mem_vec[2]),
        .D(mem_vec[3]),
        .sel(addr),
        .Enable(1'b1),
        .Y(memory)
    );
endmodule
module multiplexer(
    input [7:0] A,B,C,D,
    input [1:0] sel,
    input Enable,
    output [7:0] Y
);
   assign Y = Enable ? (
   sel == 2'b00 ? A:
   sel == 2'b01 ? B :
   sel == 2'b10 ? C : D) : 8'b00000000;
endmodule

===== flow/run.sh =====
#!/bin/bash
# OpenROAD 26Q1-2900-gdf79404cd8, Yosys 0.63+post, stock flow scripts
make -C /OpenROAD-flow-scripts/flow DESIGN_CONFIG=/design/flow/config.mk WORK_HOME=/design/flow/orfs finish

==> GITHUB_STEP_SUMMARY <==
## PnR job results

| Metric | Value |
|---|---|
| Area Overhead vs Synth | 47.0% |
| Aoi share | 0% |
| Post-synth top area cell | dlxtp_1 |
| Hold Path Sink | memory[1] |
| DP Worst Slack | -0.764 ns |
| Critical Path Fanout Max | 4 |
| Non-Filler Instances | 244 |
| Pleak | 0.701 nW |
| Adder Area Share | 0% |
| Max Fclk | 640 MHz |
| Hold Fails Final Rpt | 0 |
| Crit path DRT | 1.28 ns |
| WL met3 | 202 µm |
| Post-Synthesis Cells | 86 |
| Post-synthesis cell type count | 11 |
| Number of enable flip-flop cells | 0 |
| Max reg flops | 32 |
| Fin util | 15.7% |
| Drc violations | 0 |
| Vias per std cell | 2.98 |
| Vias in the first global route | 765 |
| Post-Place Cells | 236 |
| Unrepaired setup endpoints after global routing | no |
| Status | finished, final reports clean |
| Critical path cell sequence | buf_12 > buf_12 > buf_12 > mux4_2 > buf_2 |
| Gr ovfl total | 0 |
| Initial DRC Count | 48 |
| First-pass GRT wire length | 4.42 mm |
| Largest stage delay, worst path | 0.50 ns |
| HPWL after detailed placement | 1.67 mm |
| Dominant kind of combinational cell | simple AND/OR/NAND/NOR gates |
| Logic area | 465 µm² |
| Synth Warn # | 4 |
| Routed via count | 727 |
| Global-route usage over all layers | 3.73% |
| Slew Limit Fails | 0 |
| Largest net degree at the start of global routing | 13 |
| Top sig layer | met3 |
| Reg area | 480 µm² |
| FF+latch count, synth | 32 |
| Endpoints left unconstrained | 32 |
| Largest Register | genblk1.inst.memory |
| Count of final setup violators | 0 |
| Crit path arrival time | 1.24 ns |
| Simple share | 27.4% |
| Cell area leaders | dlxtp_1, mux4_1, and3b_1, nor3b_1, and3_1 |
| Startpoint types | primary input |
| Crit end category | primary output |
| FP Util | 10.7% |
| Met1 Wirelength | 1.22 mm |
| Top cell area share | 46.8% |
| Commonest cells post-synth | dlxtp_1, and3b_1, and3_1, nor3b_1, mux4_1 |
| Relative max-transition margin | 77.9% |
| Crit Path Class | in2out |
| Yosys cell count | 86 |
| Die y size | 119 µm |
| Period utilization | 97.6% |
| Die width | 119 µm |
| Synth Flop Type | dlxtp_1 |
| Initial antenna violation count | 0 |
| Most used cell, CP | buf_12 |
| Setup TNS | 0 ns |
| CP max-delay cell | mux4_2 |
| Mux area share | 19.7% |
| Routed Antenna Nets | 0 |
| Met2 wire len | 1.19 mm |
| Worst hold start | addr[1] |
| Chip Area | 0.0142 mm² |
| RePlAce Congestion | 0.716 |
| Min-Delay Path Class | in2out |
| Placeable core area | 0.00964 mm² |
| Final Worst Setup Slack | 0.0381 ns |
| Antenna diodes | 0 |
| Yosys chip area | 0.00103 mm² |
| Slew @ Worst Pin | 0.332 ns |
| Core Rows | 36 |
| Post-Syn Area | 0.00103 mm² |
| Peak supply drop | 0.0520 mV |
| Wire per inst | 10.7 µm |
| Xor/xnor share | 0% |
| FILL cells | 1094 |
| PD cells | 148 mW/mm² |
| TritonRoute pass-1 iters | 4 |
| Register pins left without a clock | 32 |
| Syn_area_per_cell | 11.9 µm² |
| Max-cap violations | 0 |
| Tool warnings | 32 |
| Most numerous cell in the Yosys netlist | dlxtp_1 |
| Boundary pin count | 19 |
| Synth async-reset ratio | 0% |
| Layout cell share with drive strength beyond 1 | 27.0% |
| Port Buf Inserts | 19 |
| Hold path cells | 4 |
| Routed wire length | 2.61 mm |
| Biggest regs | genblk1.inst.memory x32 |
| Clock period minus worst slack | 1.56 ns |
critical path, delay by kind of cell:
| kind | cells | cell delay (ns) |
|---|---|---|
| buffers and inverters | 4 | 0.41 |
| muxes | 1 | 0.50 |
worst max-delay path by stage:
stage / from / end / slack (ns) / depth (start not counted)
finish: addr[0] / memory[6] / 0.04 / 5
global route: addr[0] / memory[6] / 0.01 / 5
CTS: addr[0] / memory[3] / 0.007 / 5
cell families (layout without fill, tap and decap cells):
family / after synthesis / in the layout
latches: 32 / 32
mux: 8 / 8
buf+inv: 10 / 35
simple gates: 36 / 36
through the flow:
stage / hold slack (ns) / power, mW / cell area, µm²
2_1_floorplan: 0.897 / 0.109 / 1030
6_report: 1.13 / 0.224 / 1510
4_1_cts: 1.14 / 0.226 / 1520
5_1_grt: 1.17 / 0.241 / 1510
3_3_place_gp: 1.90 / 0.179 / 1410
3_5_place_dp: 1.89 / 0.182 / 1410
layout by cell type (no fill, tap or decap):
master	instances
buf_4	10
buf_16	1
buf_12	4
mux4_2	7
mux4_1	1
buf_2	6
clkdlybuf4s50_1	9
and3_1	9
nor3b_1	9
clkdlybuf4s15_1	3
dlxtp_1	32
and3b_1	18
bufbuf_16	2
power by group:
part	internal [mW]	switching (mW)	total [mW]
registers	0.0312	0.000886	0.0321
clock network	0	0	0
logic	0.121	0.0702	0.192
total	0.153	0.0711	0.224
area by class of cell:
cell class / instances / share of cell area [%]
timing repair buffer: 35 / 26.3
multi-input combinational: 44 / 30.8
sequential: 32 / 31.8
tap: 133 / 11.0
per-layer routing:
metal  track usage (%)  up-vias
li1                  -      361
met1              5.17      350
met2              6.12       16
met3             0.911        0
met4                 0        0
met5                 0        -
timing repair:
item,CTS,global route
setup endpoints to repair,8,3
hold buffers,0,0
cloned,3,0
gates resized,38,2
buffers inserted,6,0
Power and IR drop assume default switching activity.
